$ cat flow/config.mk
export PLATFORM = sky130hd
export DESIGN_NAME = ex_mem_pipe_reg
export DESIGN_NICKNAME = ex_mem_pipe_reg
export VERILOG_FILES = /design/flow/design.v
export SDC_FILE = /design/flow/constraint.sdc
export NUM_CORES = 4
export LEC_CHECK = 1
export CORE_UTILIZATION = 30
$ cat flow/design.v
module ex_mem_pipe_reg(
	input [31:0]pc_branch_target,
	input [31:0]result, 
	input [31:0]B_id_ex,
	input zero_flag,
	input [4:0]Reg_dest_op,
	input branch_id_ex, memRead_id_ex, memWrite_id_ex,
	input regwrite_id_ex, MemtoReg_id_ex,
	input clk, reset,
	output reg branch_ex_mem, memRead_ex_mem, memWrite_ex_mem,
	output reg regwrite_ex_mem, MemtoReg_ex_mem,
	output reg[31:0]pc_branch_target_ex_mem, 
	output reg[31:0]result_ex_mem, 
	output reg[31:0]B_ex_mem,
	output reg zero_flag_ex_mem,
	output reg [4:0]Reg_dest_op_ex_mem
    );
always@(posedge clk or negedge reset)
begin
if(reset == 1'b0)
	begin
		branch_ex_mem = 0;
		memRead_ex_mem = 0;
		memWrite_ex_mem = 0;
		regwrite_ex_mem = 0;
		MemtoReg_ex_mem = 0;
		pc_branch_target_ex_mem = 0;
		result_ex_mem = 0;
		B_ex_mem = 0;
		zero_flag_ex_mem = 0;
		Reg_dest_op_ex_mem = 0;
	end
else
	begin
		branch_ex_mem = branch_id_ex;
		memRead_ex_mem = memRead_id_ex;
		memWrite_ex_mem = memWrite_id_ex;
		regwrite_ex_mem = regwrite_id_ex;
		MemtoReg_ex_mem = MemtoReg_id_ex;
		pc_branch_target_ex_mem = pc_branch_target;
		result_ex_mem = result;
		B_ex_mem = B_id_ex;
		zero_flag_ex_mem = zero_flag;
		Reg_dest_op_ex_mem = Reg_dest_op;
	end
end
endmodule
$ cat flow/constraint.sdc
current_design ex_mem_pipe_reg

set clk_period 1.0
set clk_io_pct 0.2

create_clock -name clk0 -period $clk_period [get_ports {clk}]

set non_clock_inputs [all_inputs -no_clocks]
set_input_delay [expr $clk_period * $clk_io_pct] -clock clk0 $non_clock_inputs
set_output_delay [expr $clk_period * $clk_io_pct] -clock clk0 [all_outputs]
$ cat flow/run.sh
#!/bin/bash
# OpenROAD 26Q1-2900-gdf79404cd8, Yosys 0.63+post, stock flow scripts
make -C /OpenROAD-flow-scripts/flow DESIGN_CONFIG=/design/flow/config.mk WORK_HOME=/design/flow/orfs finish
==> results.yml <==
# generated from flow reports
die:
  fp_util_pct: 30.9
  coreArea_um2: 8680
  io_pins: 216
  die_y_um: 96.5
  fp-row-count: 34
  die_x_um: 96.5
  chipArea_um2: 9310
clock_tree:
  post_cts_buffers: 0
  clock_path_buffers: 2
  clock-root-buffer: "clkbuf_8"
  cts_max_level: 3
  numCtsBuffers: 9
  clkTransAtPathRegs_ps: 90
  cts.sinks: 107
  cts_tree: "yes"
routing:
  drc: 0
  dr.first_iter.drc_count: 30
  met2_length_um: 2980
  drtPass1Iterations: 4
  wl_met3_um: 985
  dr_total_vias: 1727
  wl_um: 6510
  vias_per_cell: 3.82
  routed.top_layer: "met4"
  wl_per_cell_um: 14.4
  wl_met1_um: 2480
  antenna_left: 0
  num_antenna_cells: 0
logic_synthesis:
  topCellsByArea: "dfrtp_1 (100%)"
  yosys.area_share.xor_xnor_pct: 0
  ys_seq_elements: 107
  synth-simple-area-share_pct: 0
  ys_types: 1
  ys_chip_area_um2: 2680
  muxShareOfSynthArea_pct: 0
  ys_seq_share_pct: 100
  ys_sh_adder_pct: 0
  synth-compound-area-share_pct: 0
  yosysWarnings: 1
  syn_area_per_cell_um2: 25.0
  syn_inst: 107
  yosysTopAreaCell: "dfrtp_1"
  netlist_area_um2: 2680
  yosys_cells: 107
  top_cell_area_share_pct: 100
timing:
  tns_ps: -2830
  min_period_over_period_pct: 107
  min_period_ps: 1070
  setup_violations: 107
  rsz0062_at_grt: "yes"
  slew_headroom_pct: 51.2
  tightest_slew_ps: 732
  setup_slack_ps: -67.5
  max_freq_ghz: 0.937
  hold_viol_final: 0
  slew_viol_final: 0
placement:
  dp_hpwl_um: 4980
  numPortBuffers: 215
  routabilityCongestion: 0.747
outcome:
  outcome: "finished with violations"
  failed_checks: "setup timing"
pwr:
  irDropWorstVdd_uv: 718
  cellLeakagePower_nw: 2.23
  p_total_mw: 7.59
  p_per_area_nw_per_um2: 1620
grt:
  grt_pass1_wl_um: 9010
  overflow: 0
  grt_pass1_vias: 1620
  antenna_found_initial: 0
  grt_max_degree: 30
  gr-usage-all-layers_pct: 13.8
setup_path:
  criticalPathCategory: "flip-flop to output port"
  end_kind: "output port"
  cp.required_ps: 800
  worstPathBufferInverterCount: 1
  slowest_delay_ps: 390
  start_kind: "flip-flop"
  path_max_fanout: 1
  path_cells: "buf_2"
  crit_family: "flip-flops"
  arrival_ps: 870
  slowest_stage: "dfrtp_1"
layout:
  area_growth_pct: 75.5
  final_cell_mix: "dfrtp_1 (107), clkdlybuf4s50_1 (107), buf_2 (107), clkbuf_8 (9), buf_12 (4)"
  logic_gate_count: 0
  regArea_um2: 2680
  fillers: 768
  logic_area_um2: 0
  layout-drive-gt1-share_pct: 36.6
hold_path:
  min_path_type: "primary input to async pin"
flow_run:
  warning_count: 27
  cap_violations: 0
==> how the worst max path moves through the flow <==
stage	slack [ps]	depth (start not counted)	endpoint	startpoint
finish	-70	1	B_ex_mem[15]	B_ex_mem[15]
global route	-140	1	B_ex_mem[15]	B_ex_mem[15]
CTS	-90	1	B_ex_mem[15]	B_ex_mem[15]
==> sequential cells by signal (all words and copies together), names as in the netlist <==
signal	cells
regwrite_ex_mem	1
pc_branch_target_ex_mem	32
memWrite_ex_mem	1
memRead_ex_mem	1
Reg_dest_op_ex_mem	5
zero_flag_ex_mem	1
B_ex_mem	32
branch_ex_mem	1
result_ex_mem	32
MemtoReg_ex_mem	1
==> Yosys cell counts (all sizes together) <==
library cell / instances
dfrtp: 107
==> timing repair <==
item                                    4_1_cts  5_1_grt
endpoints found under the setup margin      107      124
endpoints found under the hold margin        17        0
hold buffers                                  2        0
gates resized                               326        1
==> layout make-up <==
class / count / area share, %
flip-flops and latches: 107 / 57.0
well taps: 108 / 2.88
clock buffers: 11 / 2.80
repair buffers: 221 / 36.5
clock inverters: 5 / 0.799
==> per-stage QoR <==
stage	utilization [%]	hold slack (ps)	instances	area [µm²]	setup WS, ps
2_1_floorplan	-	-95.6	107	2680	488
3_3_place_gp	58.1	133	434	5040	-29.1
3_5_place_dp	58.1	132	434	5040	-28.3
4_1_cts	54.1	248	452	4700	-90.2
5_1_grt	54.1	124	452	4700	-140
6_report	54.1	57.7	452	4700	-67.5
==> metal layers <==
| layer | track usage, % | vias up |
|---|---|---|
| li1 | - | 791 |
| met1 | 20.1 | 810 |
| met2 | 19.8 | 121 |
| met3 | 7.08 | 5 |
| met4 | 1.59 | 0 |
| met5 | 0 | - |
==> cells by family after synthesis <==
family / after synthesis
flops: 107
==> report_power, final <==
part	switching (mW)	total, mW	internal [mW]
Sequential	0.0444	4.58	4.54
Combinational	0.176	0.712	0.536
Clock	1.38	2.30	0.917
Total	1.60	7.59	5.99
Power is estimated from default activity; no workload was simulated.
