### design/flow/run.sh
#!/bin/bash
# OpenROAD 26Q1-2900-gdf79404cd8, Yosys 0.63+post, stock flow scripts
make -C /OpenROAD-flow-scripts/flow DESIGN_CONFIG=/design/flow/config.mk WORK_HOME=/design/flow/orfs finish
### design/flow/config.mk
export PLATFORM = sky130hd
export DESIGN_NAME = instruction_memory
export DESIGN_NICKNAME = instruction_memory
export VERILOG_FILES = /design/flow/design.v
export SDC_FILE = /design/flow/constraint.sdc
export NUM_CORES = 4
export LEC_CHECK = 1
export CORE_AREA = 10 10 70 70
export DIE_AREA = 0 0 80 80
### design/flow/constraint.sdc
current_design instruction_memory

set clk_period 5.2
set clk_io_pct 0.2

create_clock -name clk0 -period $clk_period

set non_clock_inputs [all_inputs -no_clocks]
set_input_delay [expr $clk_period * $clk_io_pct] -clock clk0 $non_clock_inputs
set_output_delay [expr $clk_period * $clk_io_pct] -clock clk0 [all_outputs]
### design/flow/design.v
module instruction_memory(
	input [31:0]pc,
	input reset,
	output [31:0]instr_code
    );
reg [7:0] Mem[127:0];
assign instr_code = {Mem[pc],Mem[pc+1],Mem[pc+2],Mem[pc+3]};  
always@(reset)
begin
if(reset==0)
begin
Mem[0]= 8'h00; Mem[1]= 8'h01; Mem[2]= 8'h10; Mem[3]= 8'h20;  
Mem[4]= 8'h00; Mem[5]= 8'h02; Mem[6]= 8'h18; Mem[7]= 8'h20;  
Mem[8]= 8'h8c; Mem[9]= 8'h04; Mem[10]= 8'h00; Mem[11]= 8'h0c;  
Mem[12]= 8'h00; Mem[13]= 8'h80; Mem[14]= 8'h18; Mem[15]= 8'h20;  
end
end
endmodule
==> impl_metrics.json <==
{
  "power.switching_uw": 36.8,
  "top_usage_layer": "met2",
  "arrival_ns": 3.49,
  "startpoint_type": "input pin",
  "p_clk_share_pct": 0,
  "netlist_top_cells_count": "nor3_1, nor2_1, nand2_1",
  "simple_gate_share_pct": 45.8,
  "critPathRequiredTime_ns": 4.16,
  "core_util_floorplan_pct": 21.9,
  "hold-path-cell-count": 4,
  "ant_nets": 0,
  "yosys_area_um2": 748,
  "coreArea_um2": 3420,
  "met1_usage_pct": 11.4,
  "worstSetupPathType": "in -> out",
  "yosysWarningCount": 898,
  "placed_area_um2": 1100,
  "rsz0062_at_grt": "no",
  "outcome": "completed",
  "powerDensity_nw_per_um2": 61.2,
  "use_met2_pct": 12.5,
  "wire_per_inst_um": 13.4,
  "crit_chain": "clkdlybuf4s50_1, inv_1, ha_1, a21oi_2, xor2_1, inv_1, nor4_1, clkdlybuf4s50_1",
  "synthTopCellsByArea": "nor3_1, nor2_1, a21oi_1",
  "final.clkbuf_count": 0,
  "synth_seq_share_pct": 0,
  "finalSetupViolCount": 0,
  "grt_start_max_net_pins": 28,
  "grt_overflow": 0,
  "first_pass_iters": 4,
  "area_growth_pct": 47.0,
  "crit_slowest_cell": "clkdlybuf4s50_1",
  "met3_usage_pct": 2.39,
  "logic_family": "simple AND/OR/NAND/NOR gates",
  "regArea_um2": 0,
  "io_pins": 65,
  "postCtsSetupRepairBufs": 0,
  "top_area_cell": "nor3_1",
  "slew_headroom_pct": 60.8,
  "syn_inst": 124,
  "internal-power_uw": 30.5,
  "drt_iter0_drc": 79,
  "aoi_share_pct": 26.1,
  "grt_pass1_wl_mm": 4.39,
  "avgViaCountPerCell": 4.69,
  "cpPeakStageDelay_ns": 0.57,
  "critPathCapture": "instr_code[1]",
  "num_rows": 21,
  "adder_share_pct": 3.34,
  "drt-total-wl_mm": 2.62,
  "p_seq_share_pct": 0,
  "layout.cells.non_filler": 196,
  "hold_ws_ns": 3.13,
  "setup_ws_ns": 0.666,
  "period_needed_ns": 4.53,
  "top_cell_area_share_pct": 10.0,
  "grt.total_usage_pct": 8.08,
  "antenna-diode-count": 0,
  "drv_cap": 0,
  "syn_avg_cell_area_um2": 6.03,
  "warnings": 59,
  "fmax_mhz": 221,
  "synthMostInstantiatedCell": "nor3_1",
  "gp_congestion": 0.828,
  "dpl.cell_count": 196,
  "hold_buffers": 0,
  "dieArea_um2": 6400,
  "hold_class": "in -> out",
  "ys_cells": 124,
  "cts_resized": 0,
  "die_width_um": 80,
  "drive_gt1_share_pct": 6.00,
  "seq_cells": 0,
  "synth_area_um2": 748,
  "finalClockPeriodUsage_pct": 87.2,
  "hold_viol_final": 0,
  "maxSlewViolCount": 0,
  "power_frac_comb_pct": 100.0,
  "peakVddDrop_mv": 0.0296,
  "ys_sh_mux_pct": 2.68,
  "io_buffers": 35,
  "synth.distinct_cells": 43,
  "grt_pass1_vias": 889,
  "antenna_found_initial": 0,
  "drc": 0,
  "leakage_nw": 0.362,
  "critPathLaunch": "pc[1]",
  "critPathCaptureType": "output pin",
  "p_sw_share_pct": 54.6,
  "die_height_um": 80,
  "cp_max_fo": 6,
  "vias": 920,
  "tightest_slew_ns": 0.583,
  "tns_ns": 0,
  "synth_xor_xnor_area_share_pct": 7.02,
  "stdcell_area_um2": 1100,
  "dpl.hpwl_mm": 2.04,
  "pre_cts_ws_ns": 0.662
}
[logic make-up after synthesis]
logic type,after synthesis
fa+ha+maj,2
compound gates,28
buf+inv,19
other cells,1
simple gates,66
xor+xnor,6
mux,2
[placed cells by master (no fill, tap or decap), types with 2 or more instances in the layout]
master	Yosys	layout
o21ai_0	3	3
ha_1	2	2
nor4_1	3	3
xnor2_1	2	2
xor2_1	4	4
a21oi_1	8	8
nor2_1	14	14
and2_1	2	2
nor2b_1	2	2
nor3_1	15	15
nand3_1	5	5
conb_1	1	4
inv_1	3	3
nor4b_1	2	2
a22oi_1	2	2
nand2_1	9	9
or3_1	2	2
clkdlybuf4s50_1	0	35
mux2i_1	2	2
a211oi_1	2	2
buf_4	5	4
nand2b_1	5	5
o22ai_1	2	2
and4_1	2	2
[worst min-delay path by stage]
stage | slack (ns) | from | endpoint
5_1_grt | 3.26 | pc[1] | instr_code[15]
6_report | 3.13 | pc[1] | instr_code[15]
4_1_cts | 3.15 | pc[1] | instr_code[15]
[metal layers]
layer,share of wire [%],vias up
li1,-,491
met4,0,0
met5,0,-
met1,45,391
met3,9.9,0
met2,45,38
[critical path: cells and delay by family]
family          cells  cell delay (ns)
compound gates      1             0.18
xor+xnor            1             0.36
fa+ha+maj           1             0.24
buf+inv             4             1.34
simple gates        1             0.32
[power groups by stage]
stage	combinational [mW]	clock (mW)	sequential, mW
4_1_cts	0.0676	0	0
5_1_grt	0.0761	0	0
6_report	0.0673	0	0
[area by class of cell]
| class | count | area [um^2] |
|---|---|---|
| Timing Repair Buffer | 39 | 380 |
| Tap cell | 46 | 57.6 |
| Multi-Input combinational cell | 108 | 651 |
| Inverter | 3 | 11.3 |
| Fill cell | 391 | 2320 |
[stage by stage]
step                      util, %  power, mW
after floorplan                 -     0.0461
after global placement       32.2     0.0674
after detailed placement     32.2     0.0672
after CTS                    32.2     0.0676
after global routing         32.2     0.0761
final                        32.2     0.0673
Power figures rest on the tool's default switching activity, not on a simulated workload.
